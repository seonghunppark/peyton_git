## ./design.v

```verilog
`timescale 1ns / 1ps
module VGA_ColorBar(
    input  logic       DE,
    input  logic [9:0] x_pixel,          
    input  logic [9:0] y_pixel,          
    output logic [3:0] red_port,
    output logic [3:0] green_port,
    output logic [3:0] blue_port
);
    localparam H_VISIBLE_AREA = 640;
    localparam H_WHOLE_LINE = 800;
    localparam V_VISIBLE_AREA = 480;
    localparam V_WHOLE_FRAME = 525;
    localparam WHITE_R = 4'hf, WHITE_G = 4'hf, WHITE_B = 4'hf;
    localparam YELLOW_R = 4'hf, YELLOW_G = 4'hf, YELLOW_B = 4'h0;
    localparam CYAN_R = 4'h0, CYAN_G = 4'hf, CYAN_B = 4'hf;
    localparam GREEN_R = 4'h0, GREEN_G = 4'hf, GREEN_B = 4'h0;
    localparam MAGENTA_R = 4'hf, MAGENTA_G = 4'h0, MAGENTA_B = 4'hf;
    localparam RED_R = 4'hf, RED_G = 4'h0, RED_B = 4'h0;
    localparam BLUE_R = 4'h0, BLUE_G = 4'h0, BLUE_B = 4'hf;
    localparam BLACK_R = 4'h0, BLACK_G = 4'h0, BLACK_B = 4'h0;
    localparam GRAY_R = 4'h7, GRAY_G = 4'h7, GRAY_B = 4'h7;
    localparam LGRAY_R = 4'ha, LGRAY_G = 4'ha, LGRAY_B = 4'ha;
    localparam DGRAY_R = 4'h2, DGRAY_G = 4'h2, DGRAY_B = 4'h2;
    localparam NAVY_R = 4'h2, NAVY_G = 4'h5, NAVY_B = 4'h8;
    localparam PURPLE_R = 4'h5, PURPLE_G = 4'h2, PURPLE_B = 4'ha;
    always_comb begin
        if (DE) begin
            if (y_pixel >= 0 && y_pixel < 320) begin
                if (x_pixel >= 0 && x_pixel < 91) begin
                    red_port   = WHITE_R;
                    green_port = WHITE_G;
                    blue_port  = WHITE_B;
                end else if (x_pixel >= 91 && x_pixel < 182) begin
                    red_port   = YELLOW_R;
                    green_port = YELLOW_G;
                    blue_port  = YELLOW_B;
                end else if (x_pixel >= 182 && x_pixel < 273) begin
                    red_port   = CYAN_R;
                    green_port = CYAN_G;
                    blue_port  = CYAN_B;
                end else if (x_pixel >= 273 && x_pixel < 364) begin
                    red_port   = GREEN_R;
                    green_port = GREEN_G;
                    blue_port  = GREEN_B;
                end else if (x_pixel >= 364 && x_pixel < 455) begin
                    red_port   = MAGENTA_R;
                    green_port = MAGENTA_G;
                    blue_port  = MAGENTA_B;
                end else if (x_pixel >= 455 && x_pixel < 546) begin
                    red_port   = RED_R;
                    green_port = RED_G;
                    blue_port  = RED_B;
                end else if (x_pixel >= 546 && x_pixel < 640) begin
                    red_port   = BLUE_R;
                    green_port = BLUE_G;
                    blue_port  = BLUE_B;
                end else begin
                    red_port   = BLACK_R;
                    green_port = BLACK_G;
                    blue_port  = BLACK_B;
                end
            end else if (y_pixel >= 320 && y_pixel < 360) begin
                if (x_pixel >= 0 && x_pixel < 91) begin
                    red_port   = BLUE_R;
                    green_port = BLUE_G;
                    blue_port  = BLUE_B;
                end else if (x_pixel >= 182 && x_pixel < 273) begin
                    red_port   = MAGENTA_R;
                    green_port = MAGENTA_G;
                    blue_port  = MAGENTA_B;
                end else if (x_pixel >= 364 && x_pixel < 455) begin
                    red_port   = CYAN_R;
                    green_port = CYAN_G;
                    blue_port  = CYAN_B;
                end else if (x_pixel >= 546 && x_pixel < 640) begin
                    red_port   = WHITE_R;
                    green_port = WHITE_G;
                    blue_port  = WHITE_B;
                end else begin
                    red_port   = BLACK_R;
                    green_port = BLACK_G;
                    blue_port  = BLACK_B;
                end
            end else begin
                if (x_pixel >= 0 && x_pixel < 106) begin
                    red_port   = NAVY_R;
                    green_port = NAVY_G;
                    blue_port  = NAVY_B;
                end else if (x_pixel >= 106 && x_pixel < 212) begin
                    red_port   = WHITE_R;
                    green_port = WHITE_G;
                    blue_port  = WHITE_B;
                end else if (x_pixel >= 212 && x_pixel < 318) begin
                    red_port   = PURPLE_R;
                    green_port = PURPLE_G;
                    blue_port  = PURPLE_B;
                end else if (x_pixel >= 318 && x_pixel < 424) begin
                    red_port   = DGRAY_R;
                    green_port = DGRAY_G;
                    blue_port  = DGRAY_B;
                end else if (x_pixel >= 424 && x_pixel < 459) begin
                    red_port   = BLACK_R;
                    green_port = BLACK_G;
                    blue_port  = BLACK_B;
                end else if (x_pixel >= 459 && x_pixel < 494) begin
                    red_port   = DGRAY_R;
                    green_port = DGRAY_G;
                    blue_port  = DGRAY_B;
                end else if (x_pixel >= 494 && x_pixel < 530) begin
                    red_port   = GRAY_R;
                    green_port = GRAY_G;
                    blue_port  = GRAY_B;
                end else begin
                    red_port   = BLACK_R;
                    green_port = BLACK_G;
                    blue_port  = BLACK_B;
                end
            end
        end else begin
            red_port   = BLACK_R;
            green_port = BLACK_G;
            blue_port  = BLACK_B;
        end
    end
endmodule
```

## ./run.sh

```bash
#!/bin/bash
# OpenROAD 26Q1-2900-gdf79404cd8, Yosys 0.63+post, stock flow scripts
make -C /OpenROAD-flow-scripts/flow DESIGN_CONFIG=/design/flow/config.mk WORK_HOME=/design/flow/orfs finish
```

## ./config.mk

```make
export PLATFORM = sky130hd
export DESIGN_NAME = VGA_ColorBar
export DESIGN_NICKNAME = VGA_ColorBar
export VERILOG_FILES = /design/flow/design.v
export SDC_FILE = /design/flow/constraint.sdc
export NUM_CORES = 4
export LEC_CHECK = 1
export CORE_AREA = 10 10 84 84
export DIE_AREA = 0 0 94 94
export SYNTH_HDL_FRONTEND = slang
```

## ./constraint.sdc

```tcl
current_design VGA_ColorBar

set clk_period 3.7
set clk_io_pct 0.2

create_clock -name clk0 -period $clk_period

set non_clock_inputs [all_inputs -no_clocks]
set_input_delay [expr $clk_period * $clk_io_pct] -clock clk0 $non_clock_inputs
set_output_delay [expr $clk_period * $clk_io_pct] -clock clk0 [all_outputs]
```

==> run notes <==
Pin placement for this block handled 33 I/O pins. The share of cells above drive strength 1 was 0.349; the overall die width was 94 um. The number of clock-tree buffers in the layout was 0; the number of global-route vias before repair was 1039.

The utilization of the core after routing is 0.269. The run gives 0 um^2 as the sequential cell area in the final layout. According to the report, the first pass of detailed routing completed in 4 iterations. The final timing report gives a worst setup slack of 0.116 ns.

For reference, the final report shows the max-slew violation count at 0. The repair_antennas step left the layout with diodes totalling 0. The register area share after synthesis was 0; the count of final hold-check violations was 0. The number of cells reported by Yosys stat comes to 115. In the detailed route, the total length drawn on met2 is 1370 um. The run finished with clean final reports. The count of nets left with antenna violations once routing finished came out at 0. Critical path class: in -> out. Leaving out buffers and inverters, the combinational logic in the layout accounts for 717 um^2. Per the log, the first TritonRoute iteration ended with a DRC count of 81. The run gives 2520 um for the half-perimeter wire length after detailed placement. The number of antenna violations at the first check in global routing was 0; the maximum vdd drop was 0.0304 mV.

With the average instance area after synthesis at 6.22 um^2, the total wire length is 2950 um. The measured slew at the worst slew-check pin was 0.363 ns; the die height was 94 um. Worst slack after detailed placement: -0.153 ns. After synthesis the cells add up to 716 um^2.

STA classifies the critical path endpoint as a primary output. Launch instance of the worst min-delay path: DE. The run gives 2.41 ns for the worst hold margin. The analysis attributes to net switching a power of 0.0000688 W. Counting the fill cells in the layout gives 575.

The headroom to the max-slew limit is 0.756. Setup repair after global routing could not meet its margin everywhere. The wire length of the first global-routing pass is 4820 um, and the data required time at the worst endpoint is 2.96 ns.

The report lists the number of standard-cell rows as 26. The placer congestion estimate was 0.923; the count of unique library cells instantiated by Yosys was 40. The count of port buffers added during placement was 30; the combinational share of power was 1.000. The ratio of final minimum period to clock period is 0.969. The total area inside the core boundary comes to 5200 um^2. The number of maximum-capacitance violations recorded for the run is 0. After floorplanning, the die was sized to cover 8840 um^2.

For the clock network power share, the log shows 0. Per the detail_route report, DRC violations left total 0. There are 0 flip-flops and latches. The data arrival time reported for the critical path is 2.84 ns. The final timing report derives a shortest allowable period of 3.58 ns. The switching fraction of total power is 0.444. Detailed routing placed a total of 148 um of wire on met3. Warnings raised by the tools during the run amount to 36.

Top layer reached by signal wires: met4. Internal power comes to 0.0000862 W. In the hold timing report, the worst path depth is 4. The area growth from synthesis to layout is 95.3%, and the highest fanout seen on the critical path is 6. The tools report the upper clock frequency limit as 0.279 GHz. The script logs the ratio of routed vias to standard cells as 4.40. The routed layout has 1051 vias. The floorplan core density was 0.137; the routed metal-1 wire length was 1410 um. The type recorded for the worst min-delay path is in -> out. The tools report the leakage power as 0.570 nW. The run gives 0 for the final tally of setup violations. The wire length per cell was 12.3 um; the register share of total power was 0.

Entering global routing, the biggest net connects 11 pins. The tools report the chip area line of the yosys report as 716 um^2. The launch point of the critical path was reported as x_pixel[9]. The run gives 0.0647 as the total global-route track usage. The worst setup path is launched from an input port.

The post-cts hold-fix buffer tally was 0; the power density of the placed cells was 111 nW/um^2. For the final routed database, the setup TNS stands at 0 ns. Per the GRT congestion report, total overflow comes to 0. The synthesis report lists the Yosys warning total as 0. The cell count after synthesis came out at 115.
cells by family after synthesis:
kind of cell	Yosys count	share of synthesized area
AND-OR/OR-AND	45	0.469
buffers and inverters	17	0.114
multiplexers	1	0.0140
AND/OR/NAND/NOR	52	0.404
metal layers:
layer / GRT usage / up-vias
met5: 0 / -
met4: 0.00380 / 0
met3: 0.00727 / 3
met2: 0.112 / 29
met1: 0.0878 / 474
li1: - / 545
repair_timing:
action                                 CTS  global route
gates resized                           16            16
setup endpoints to repair               11            11
pin swaps                                9             7
buffers inserted                         2             2
endpoints found under the hold margin    0             0
power by group through the flow:
stage | registers (W) | clock network, W | logic, W
after global routing | 0 | 0 | 0.000170
final | 0 | 0 | 0.000155
after CTS | 0 | 0 | 0.000149
cells in the mapped netlist (all sizes together), types with 3 or more instances:
cell type,count,area share
a211oi,3,0.038
a21oi,8,0.056
buf,9,0.072
clkbuf,3,0.016
inv,5,0.026
nand2,10,0.052
nand3,8,0.056
nor2,9,0.047
nor2b,4,0.035
nor3,10,0.070
o211ai,4,0.042
o21ai,9,0.063
o31ai,3,0.031
metrics by stage:
stage               instances  total power, W  instance area, um^2
floorplan                 115       0.0000634                  716
global placement          235        0.000143                 1280
detailed placement        235        0.000144                 1280
CTS                       237        0.000149                 1330
global route              239        0.000170                 1400
finish                    239        0.000155                 1400
cell type report:
type                       count  share of cell area
multi-input combinational     98               0.513
tap                           70              0.0627
inverter                       5              0.0134
timing repair buffer          66               0.411
critical path: stages:
cell and delay, ns:
clkdlybuf4s50_1 0.41, buf_4 0.17, nor2_4 0.11, o211ai_1 0.16
buf_4 0.17, buf_4 0.14, or2_2 0.30, a21oi_2 0.16
clkdlybuf4s50_1 0.49
final timing paths:
check and endpoint:
max green_port[0], min blue_port[3]
cell usage in the layout, fill, tap and decap left out, types with 3 or more instances in the layout:
| cell type | n |
|---|---|
| o21ai_0 | 7 |
| nand2_1 | 10 |
| nor2_1 | 7 |
| nor2b_1 | 3 |
| dlygate4sd2_1 | 5 |
| o211ai_1 | 4 |
| buf_4 | 34 |
| nand3_1 | 8 |
| inv_1 | 5 |
| clkdlybuf4s50_1 | 21 |
| dlymetal6s2s_1 | 3 |
| a21oi_1 | 6 |
| nor3_1 | 8 |
Power and IR drop assume default switching activity.
